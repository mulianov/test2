--- design/flow/run.sh ---
#!/bin/bash
# OpenROAD 26Q1-2900-gdf79404cd8, Yosys 0.63+post, stock flow scripts
make -C /OpenROAD-flow-scripts/flow DESIGN_CONFIG=/design/flow/config.mk WORK_HOME=/design/flow/orfs finish
--- design/flow/config.mk ---
export PLATFORM = sky130hd
export DESIGN_NAME = top
export DESIGN_NICKNAME = top
export VERILOG_FILES = /design/flow/design.v
export SDC_FILE = /design/flow/constraint.sdc
export NUM_CORES = 4
export LEC_CHECK = 1
export CORE_AREA = 10 10 72 72
export DIE_AREA = 0 0 82 82
--- design/flow/constraint.sdc ---
current_design top

set clk_period 3.2
set clk_io_pct 0.2

create_clock -name clk0 -period $clk_period [get_ports {clk}]

set non_clock_inputs [all_inputs -no_clocks]
set_input_delay [expr $clk_period * $clk_io_pct] -clock clk0 $non_clock_inputs
set_output_delay [expr $clk_period * $clk_io_pct] -clock clk0 [all_outputs]
--- design/flow/design.v ---
`timescale 1ns / 1ps
module top #(
    parameter int unsigned COUNTER_MAX = 10
) (
    input        clk,
    input        reset,
    input  logic button,
    output logic red,
    output logic green,
    output logic blue
);
    typedef enum logic [1:0] {
        BLANK = 2'b00,
        RED   = 2'b01,
        GREEN = 2'b11,
        BLUE  = 2'b10,
        XXX   = 'x
    } state_e;
    state_e state, next;
    localparam int unsigned COUNTER_WIDTH = $clog2(COUNTER_MAX);
    logic [COUNTER_WIDTH-1:0] counter;
    logic counter_done;
    always_ff @(posedge clk or posedge reset)
        if (reset) counter <= '0;
        else if (state != next) counter <= '0;
        else counter <= counter + 1'b1;
    assign counter_done = (int'(counter) == COUNTER_MAX - 1) ? 1'b1 : '0;
    always_ff @(posedge clk or posedge reset)
        if (reset) state <= BLANK;
        else state <= next;
    always_comb begin
        next = XXX;
        case (state)
            BLANK:   if (button)       next = RED;
                     else              next = BLANK;   
            RED:     if (counter_done) next = GREEN;
                     else              next = RED;   
            GREEN:   if (counter_done) next = BLUE;
                     else              next = GREEN;   
            BLUE:    if (counter_done) next = BLANK;
                     else              next = BLUE;   
            default:                   next = XXX;
        endcase
    end
    always_ff @(posedge clk or posedge reset)
        if (reset) begin
            red   <= '0;
            green <= '0;
            blue  <= '0;
        end else begin
            red   <= '0;
            green <= '0;
            blue  <= '0;
            case (next)
                BLANK:   ;
                RED:     red   <= 1'b1;
                GREEN:   green <= 1'b1;
                BLUE:    blue  <= 1'b1;
                default: {red, green, blue} <= 'x;
            endcase
        end
endmodule
==> flow_metrics.env <==
# source this file to load flow results
export IMPL_outcome="finished clean"
export IMPL_topCellsByArea="dfrtp_1 56%, nor2_1 6.6%, ha_1 6.3%"
export IMPL_cts_max_level=1
export IMPL_max_freq_ghz=0.6009
export IMPL_post_synth_edffs=0
export IMPL_clock_slew_seen_by_the_registers_of_the_worst_setup_and_hold_paths_ns=0.04
export IMPL_largest_net_degree_at_the_start_of_global_routing=10
export IMPL_detailed_place_hpwl_um=511.7
export IMPL_postCtsHoldBufs=0
export IMPL_criticalPathCategory="flip-flop to output port"
export IMPL_place_congestion=0.6760
export IMPL_finalHoldViolCount=0
export IMPL_timing_setup_tns_ns=0
export IMPL_post_detailed_route_drc_marker_count=0
export IMPL_num_rows=22
export IMPL_endpoint_kind="output port"
export IMPL_numCtsBuffers=3
export IMPL_synth_warning_count=1
export IMPL_io_buffer_count=5
export IMPL_initial_antenna_violation_count=0
export IMPL_grt_first_pass_wirelength_mm=1.062
export IMPL_dieHeight_um=82
export IMPL_detail_route_vias_per_cell=2.758
export IMPL_core_area_um2=3689
export IMPL_openroad_warnings=26
export IMPL_critPathMaxFanout=1
export IMPL_fp_util=0.1082
export IMPL_vdd_ir_drop_worst_mv=0.3347
export IMPL_synth_chip_area_um2=399.1
export IMPL_yosys_cell_count_top_type="dfrtp_1"
export IMPL_critPathMaxStageDelay_ns=0.48
export IMPL_syn_area_per_cell_um2=11.09
export IMPL_overflow=0
export IMPL_grtUsageTotal=0.02018
export IMPL_top_cells_by_count="9 x dfrtp_1, 7 x nor2_1, 3 x inv_1"
export IMPL_ys_cells=36
export IMPL_cts_resized=0
export IMPL_drt_first_iter_violations=8
export IMPL_finalCriticalPeriod_ns=1.664
export IMPL_chip_area_um2=6724
export IMPL_netlist_top_cell_by_area="dfrtp_1"
export IMPL_cpMaxStageDelayCell="clkdlybuf4s50_1"
export IMPL_critical_path_s_top_delay_family="buffers and inverters"
export IMPL_cts_root_buffer_cell="clkbuf_8"
export IMPL_synth_top_area_share=0.5643
export IMPL_grt_pass1_vias=251
export IMPL_routedWlPerCell_um=7.341
export IMPL_place_detailed_instances=87
export IMPL_critical_path_cell_chain="clkdlybuf4s50_1"
export IMPL_maxSlewViolCount=0
export IMPL_diodes=0
export IMPL_post_layout_period_usage=0.5200
export IMPL_syn2layout_area_growth_pct=35.11
export IMPL_async_reset_ff_frac=1.000
export IMPL_fin_hold_ws_ns=0.4849
export IMPL_number_of_sinks_handled_by_clock_tree_synthesis=9
export IMPL_die_w_um=82
export IMPL_final_setup_skew_ns=0.001061
export IMPL_ys_flop_type="dfrtp_1"
export IMPL_worstSkewPairLatency_ns=0.23
export IMPL_post_detailed_routing_wire_length_um=668
export IMPL_layout_drive_gt1_share=0.09302
export IMPL_worst_setup_path_start_kind="flip-flop"
export IMPL_cts_path_max_buffers=2
export IMPL_netlist_instances=36
export IMPL_worst_endpoint_required_ns=2.56
export IMPL_ioPinCount=6
export IMPL_setup_viol_count_final=0
export IMPL_finish_cell_count_without_fillers=91
export IMPL_slew_headroom=0.7817
export IMPL_firstDrtPassIters=4
export IMPL_cp_data_arrival_time_ns=1.02
export IMPL_critPathBufInv=1
export IMPL_antenna_violating_nets_post_route=0
export IMPL_hp_class="flip-flop to flip-flop"
export IMPL_synth_lib_cells_used_distinct=16
export IMPL_tightestPinTransition_ns=0.3271
export IMPL_filler_cell_count=421
export IMPL_static_leakage_power_nw=0.2248
export IMPL_drv_max_cap_violation_count=0
export IMPL_clock_tree_from_tritoncts="built"
export IMPL_ys_ff=9
export IMPL_num_vias=251
export IMPL_synth_seq_share=0.5643
export IMPL_synth_cell_area_um2=399.1
export IMPL_postCtsSetupRepairBufs=0
export IMPL_powerDensity_nw_per_um2=965.8
export IMPL_rsz_0062_raised_after_global_routing="no"
==> power breakdown <==
group,total [W],switching [W],leakage (nW),internal (W)
logic,0.000177,0.0000760,0.0961,0.000101
registers,0.000218,0.0000451,0.106,0.000173
clock network,0.000126,0.0000392,0.0228,0.0000863
==> cell usage in the layout, fill, tap and decap left out <==
cell	instances
a211oi_1	1
a21oi_1	2
and2_1	1
and3b_1	1
clkbuf_1	1
clkbuf_8	3
clkdlybuf4s50_1	5
dfrtp_1	9
ha_1	2
inv_1	3
mux2_4	1
nand2_1	1
nand3_1	1
nor2_1	7
o21ai_0	1
xnor2_1	2
xor2_1	2
==> cell families after synthesis <==
logic type / Yosys count / synth area share
buffers and inverters: 5 / 0.06582
AND-OR/OR-AND: 4 / 0.05642
XOR/XNOR: 4 / 0.08779
AND/OR/NAND/NOR: 11 / 0.1254
multiplexers: 1 / 0.03761
adder cells (fa/ha/maj): 2 / 0.06269
flip-flops: 9 / 0.5643
==> per-layer routing <==
layer	vias up	GRT usage	part of all wire
li1	125	-	-
met1	122	0.02386	0.47
met2	2	0.03135	0.48
met3	2	0.008811	0.031
met4	0	0.008503	0.015
met5	-	0	0
==> worst reg2reg max path: cells and delay by family, from the launching register on <==
kind          cells  cell delay [ns]
mux               1             0.32
simple gates      2             0.38
flops             1             0.41
fa+ha+maj         1             0.21
==> final timing paths <==
check | startpoint | endpoint | slack (ns) | cells past startpoint
min reg2reg | state[1] | red | 0.48 | 1
max reg2reg | counter[0] | counter[0] | 1.79 | 4
min | state[1] | red | 0.48 | 1
max in group asynchronous | reset | state[1] | 2.29 | 2
min in group asynchronous | reset | counter[0] | 0.67 | 2
max | red | red | 1.54 | 1
==> area by class of cell <==
| cell class | instances | area [µm²] | share of cell area |
|---|---|---|---|
| Tap cell | 48 | 60.06 | 0.1114 |
| Clock buffer | 4 | 45.04 | 0.08353 |
| Sequential cell | 9 | 225.2 | 0.4176 |
| Timing Repair Buffer | 5 | 50.05 | 0.09281 |
| Multi-Input combinational cell | 22 | 147.6 | 0.2738 |
| Inverter | 3 | 11.26 | 0.02088 |
==> through the flow <==
step | cell area [µm²] | utilization | setup WS (ns) | total power [W]
finish | 539.3 | 0.1462 | 1.536 | 0.0005208
global placement | 494.2 | 0.1340 | 1.669 | 0.0003884
CTS | 539.3 | 0.1462 | 1.506 | 0.0005285
floorplan | 399.1 | - | 1.890 | 0.0003355
detailed placement | 494.2 | 0.1340 | 1.664 | 0.0003977
global route | 539.3 | 0.1462 | 1.503 | 0.0005682
==> registers in the layout (all words and copies together) (netlist names) <==
| register | count |
|---|---|
| blue | 1 |
| state | 2 |
| counter | 4 |
| red | 1 |
| green | 1 |
No activity file was given, so power comes from the tool's default toggle rates.
